### /design/flow/config.mk
export PLATFORM = sky130hd
export DESIGN_NAME = counter4bit
export DESIGN_NICKNAME = counter4bit
export VERILOG_FILES = /design/flow/design.v
export SDC_FILE = /design/flow/constraint.sdc
export NUM_CORES = 4
export LEC_CHECK = 1
export CORE_AREA = 10 10 70 70
export DIE_AREA = 0 0 80 80
### /design/flow/design.v
`timescale 100ps / 1ps 
module counter4bit(
	input clk,
	input enable,
	input count_dir,
	input reset,
	output reg [3:0] count
	);
  always @(posedge clk) begin
	if (reset == 1)
	  count <= 4'b0 ;
	else begin
	  if (enable ==1) begin
	    if (count_dir == 1)  
	      count <= count + 4'b1;
	    else
	      count <= count - 4'b1;
	  end
	end   
  end
endmodule
### /design/flow/run.sh
#!/bin/bash
# OpenROAD 26Q1-2900-gdf79404cd8, Yosys 0.63+post, stock flow scripts
make -C /OpenROAD-flow-scripts/flow DESIGN_CONFIG=/design/flow/config.mk WORK_HOME=/design/flow/orfs finish
### /design/flow/constraint.sdc
current_design counter4bit

set clk_period 2.3
set clk_io_pct 0.2

create_clock -name clk0 -period $clk_period [get_ports {clk}]

set non_clock_inputs [all_inputs -no_clocks]
set_input_delay [expr $clk_period * $clk_io_pct] -clock clk0 $non_clock_inputs
set_output_delay [expr $clk_period * $clk_io_pct] -clock clk0 [all_outputs]
==> deck_impl_summary.md <==
Physical Implementation Snapshot

Drt
  • Drt via density: 2.451
  • Routed length on met1: 279 um
  • Met3 wire length: 45 um
  • DR top layer: met4
  • Metal2 WL: 256 um
  • Routed Antenna Nets: 0
  • Final WL: 600 um
  • Via count: 201
  • Drt wl/cell: 7.317 um
  • Initial DRC count: 3
  • # diodes: 0
  • Drt first pass iters: 2
  • DR DRC count: 0

Die
  • Die Width: 80 um
  • I/O pin count: 8
  • Core area: 3416 um2
  • Die extent in y: 80 um
  • Floorplan Utilization: 0.06850
  • FP Rows: 21
  • Chip Area: 6400 um2

Min path
  • Hold depth: 2
  • Min-delay worst type: reg2reg

Final layout
  • Max FFs per register: 4
  • Most numerous logic cell after layout: clkdlybuf4s50_1
  • Area grow syn2layout: 72.19%
  • Top reg by flops: count
  • Share of layout cells above drive strength 1: 0.1944
  • Commonest non-fill, non-tap cells in the layout: clkdlybuf4s50_1 (7), nor2_1 (4), dfxtp_1 (4), clkbuf_4 (3), buf_4 (3)
  • Largest regs: count x4

Critical path
  • Worst Path Required: 2420 ps
  • Buf/Inv on CP: 2
  • Reg-to-reg slack, setup: 670 ps
  • Cell Chain, Critical Path: clkdlybuf4s50_1 > inv_1 > ha_1 > a21o_1 > a21oi_2 > mux2i_1 > mux2_1
  • Crit start category: primary input
  • Arr. time, crit path: 2190 ps
  • CP max stage cell: clkdlybuf4s50_1
  • Top delay family on crit path: multiplexers
  • Worst Path Class, Setup: in2reg
  • Largest stage delay, worst path: 480 ps
  • CP Capture Type: flop
  • Reg2reg path depth: 5
  • Levels on crit path: 7
  • Crit-path max FO: 3

Final timing
  • Fmax achieved: 483.1 MHz
  • Count of final max-slew check failures: 0
  • Clock skew: 2.112 ps
  • Slew Limit Headroom: 0.8083
  • Slew at the pin closest to its max-slew limit: 286.7 ps
  • Fin crit share: 0.8999
  • # setup viols final: 0
  • Final hold violation count: 0
  • Sum Neg Setup Slack: 0 ps
  • Minimum clock period: 2070 ps
  • Final worst setup slack: 230.2 ps
  • RSZ-0062 raised after global routing: false

Global routing
  • Pin count of the biggest net entering global routing: 7
  • GR Overflow Total: 0
  • Initial antenna violation count: 0
  • Vias in the first global route: 261
  • GRT Total Usage: 0.02153
  • Global-route wire length before repair: 1124 um

Logic synthesis
  • Synth top area share: 0.3422
  • Synthesized area: 234.0 um2
  • Ys flops: 4
  • Syn Area/Cell: 9.749 um2
  • Synth Seq Share: 0.3422
  • Yosys synthesis chip area: 234.0 um2
  • Post-synth top area cell: dfxtp_1
  • Post-Syn Instances: 24
  • Yosys synthesis warning count: 1
  • Top cells by area: dfxtp_1 (34%), ha_1 (11%), fa_1 (8.6%)
  • Yosys cell count: 24
  • Synth cell types: 14

Outcome
  • Outcome: completed

Clock tree
  • Root Buffer: clkbuf_4
  • CTS tree: yes
  • Post_cts resized: 0
  • Post-CTS Repair Setup Buffers: 0
  • TritonCTS Buffers: 3
  • Skew-Pair Late Insertion Delay: 230 ps
  • Clock sink count: 4
  • CTS Buffer Depth: 2
  • H-tree depth: 1
  • Clk slew on worst S/H paths: 40 ps
  • Hold-fix buffers, CTS: 0

Place
  • # port buffers: 7
  • Gpl congestion: 0.7358
  • DP Worst Slack: -30.19 ps
  • DPL Wire Length: 481.3 um

Power
  • Worst vdd ir: 0.0002263 V
  • Power Density: 600.2 nW/um2
  • Leakage: 0.1691 nW

Job
  • Log Warnings: 25
  • Max-cap violations: 0
power by group:
part,total (W),switching [W],internal (W)
Combinational,0.0000671,0.0000236,0.0000435
Clock,0.0000873,0.0000289,0.0000584
Sequential,0.0000874,0.00000874,0.0000786
Total,0.000242,0.0000613,0.000181
kinds of logic (layout without fill, tap and decap cells):
| family | Yosys count | in the layout | synth area share |
|---|---|---|---|
| fa+ha+maj | 3 | 3 | 0.1925 |
| mux | 3 | 3 | 0.1337 |
| compound gates | 3 | 3 | 0.1016 |
| xor+xnor | 2 | 2 | 0.07488 |
| simple gates | 7 | 7 | 0.1230 |
| buf+inv | 2 | 14 | 0.03205 |
| flops | 4 | 4 | 0.3423 |
metrics by stage:
step | instances | util | hold WS (ps) | total power, W | area [um2]
after floorplan | 24 | - | 461.4 | 0.0001220 | 234.0
after global placement | 79 | 0.1114 | 504.9 | 0.0001552 | 380.4
after detailed placement | 79 | 0.1114 | 502.0 | 0.0001572 | 380.4
after CTS | 82 | 0.1179 | 506.8 | 0.0002497 | 402.9
after global routing | 82 | 0.1179 | 577.8 | 0.0002658 | 402.9
final | 82 | 0.1179 | 504.0 | 0.0002418 | 402.9
cells in the mapped netlist:
| cell type | n |
|---|---|
| clkbuf_1 | 1 |
| a21o_1 | 1 |
| dfxtp_1 | 4 |
| nand2_1 | 2 |
| nor2b_1 | 1 |
| fa_1 | 1 |
| a211oi_1 | 1 |
| ha_1 | 2 |
| inv_1 | 1 |
| mux2_1 | 1 |
| xnor2_1 | 2 |
| mux2i_1 | 2 |
| a21oi_2 | 1 |
| nor2_1 | 4 |
layer usage:
layer	vias up	track usage
li1	104	-
met1	88	0.02390
met2	7	0.03531
met3	2	0.009091
met4	0	0.008803
met5	-	0
worst min-delay path, delay by kind of cell (launching register included):
kind / cells / cell delay, ps
AND-OR/OR-AND: 1 / 50
flip-flops: 1 / 320
AND/OR/NAND/NOR: 1 / 80
final timing paths:
path | endpoint | startpoint
max | count[3] | count_dir
min reg2reg | count[2] | count[2]
max reg2reg | count[3] | count[1]
min | count[2] | count[2]
area by class of cell:
class	instances	area (um2)
repair buffers	10	92.59
well taps	46	57.56
multi-input cells	18	146.4
inverters	1	3.754
flip-flops and latches	4	80.08
fillers	410	3013
clock buffers	3	22.52
Power and IR drop assume default switching activity.
