<file path="flow/constraint.sdc">
current_design counter4bit_scan

set clk_period 1.4
set clk_io_pct 0.2

create_clock -name clk0 -period $clk_period [get_ports {clk}]

set non_clock_inputs [all_inputs -no_clocks]
set_input_delay [expr $clk_period * $clk_io_pct] -clock clk0 $non_clock_inputs
set_output_delay [expr $clk_period * $clk_io_pct] -clock clk0 [all_outputs]
</file>
<file path="flow/design.v">
`timescale 100ps / 1ps 
module counter4bit_scan(
	input 		 clk,
	input 		 enable,
	input 		 count_dir,
	input 		 reset,
        input 		 si,
	input 		 se,
	output 		 so,
	output reg [3:0] count
	);
  always @(posedge clk) begin
	if (reset == 1)
	  count <= 4'b0 ;
	else begin
	  if (enable ==1) begin
	    if (count_dir == 1)  
	      count <= count + 4'b1;
	    else
	      count <= count - 4'b1;
	  end
	end   
  end
endmodule
</file>
<file path="flow/config.mk">
export PLATFORM = sky130hd
export DESIGN_NAME = counter4bit_scan
export DESIGN_NICKNAME = counter4bit_scan
export VERILOG_FILES = /design/flow/design.v
export SDC_FILE = /design/flow/constraint.sdc
export NUM_CORES = 4
export LEC_CHECK = 1
export CORE_AREA = 10 10 70 70
export DIE_AREA = 0 0 80 80
</file>
<file path="flow/run.sh">
#!/bin/bash
# OpenROAD 26Q1-2900-gdf79404cd8, Yosys 0.63+post, stock flow scripts
make -C /OpenROAD-flow-scripts/flow DESIGN_CONFIG=/design/flow/config.mk WORK_HOME=/design/flow/orfs finish
</file>
==> flow_summary.ini <==
; flow metrics
[outcome]
run_status = complete, but fails checks
violations = setup timing

[synthesis]
synth.distinct_cells = 16
ys_sh_simple_pct = 11.7
yosysWarnings = 2
yosys_cells = 26
synth-compound-area-share_pct = 9.69
ys_seq_share_pct = 32.7
avgSynthCellArea_sq_um = 9.43
yosys.area_share.adder_pct = 18.4
synthTopLogicFamily = adder cells
yosys_area_sq_um = 245
mux_share_pct = 12.8
synth-seq-cells = 4
syn_area_sq_um = 245
ys_sh_xor_pct = 7.14
synth_cells = 26

[setup_path]
slowest_delay_ps = 340
path_cells = ha_4 -> a21o_1 -> a21oi_2 -> mux2i_2 -> mux2_4
reg2reg_depth = 5
crit_fanout = 2
startpoint_type = flip-flop
critPathArrivalTime_ps = 1660
end_kind = flip-flop
worstSetupPathType = reg -> reg
slowest_stage = dfxtp_2
cp.required_ps = 1510

[drt]
drc = 0
antenna_cells = 0
vias = 233
drt_pre_antenna_iters = 1
postRouteWirelength_microns = 675
drtIter0Drc = 0
avgRoutedWirePerCell_microns = 7.58
vias_per_cell = 2.62
drtAntennaViolNets = 0

[cells_and_area]
drive_gt1_share_pct = 48.8
final_area_sq_um = 493
final-comb-area_sq_um = 173
flop_area_sq_um = 83.8
fillers = 393
top_regs = count: 4 flops
top_register = count
lay_top_count = buf_4
syn_to_final_growth_pct = 101
largest_reg_flops = 4
mostFrequentLayoutCells = buf_4, nor2_1

[global_routing]
grt_usage_pct = 2.36
grt_max_degree = 6
antenna_found_initial = 0
grt-ovfl-total = 0
grt_pass1_wl_microns = 1180
grt_pass1_vias = 264

[power]
power.total_uw = 444
ir_worst_vdd_mv = 0.217
p_leak_uw = 0.000235
p_per_area_mw_per_mm2 = 901

[die]
dieArea_sq_mm = 0.00640
fp-row-count = 21
initCoreUtil_pct = 7.18
pin_count = 11
die_y_microns = 80
core_area_sq_mm = 0.00342
fp.dieW_microns = 80

[timing]
max_freq_ghz = 0.645
setup_viol = 2
period_used_pct = 111
finalHoldViolations = 0
rsz0062_at_grt = yes
finalCriticalPeriod_ps = 1550
maxSlewViolCount = 0
setup_ws_ps = -151
skew_ps = 0.152

[clock_network]
root_buffer = clkbuf_4
cts_tree = done
cts_sinks = 4
h-tree-depth = 1
cts.path.max_buffers = 2
path_clk_slew_ps = 30
cts-buffers-inserted = 3
insertion_delay_ps = 230
cts_hold_repair.buffers = 0

[min_path]
worstHoldPathCells = 2
hold_path_class = reg -> reg

[place]
io_buffers = 7
place_ws_ps = -716
dp_hpwl_microns = 531
gp_congestion = 0.748
post_dp_cell_area_sq_um = 415

[flow_run]
warnings = 30
maxCapViolCount = 0
stage by stage:
stage	hold slack, ps	utilization (%)	cells	setup TNS [ps]
after floorplan	345	-	26	-98.6
after global placement	535	12.2	84	-1470
after detailed placement	551	12.2	84	-1540
after CTS	571	13.7	88	-232
after global routing	609	14.4	89	-354
final	594	14.4	89	-256
per-layer routing:
layer | track usage [%] | part of all wire (%) | routed length [microns] | vias to the layer above
met5 | 0 | 0 | 0 | -
met4 | 0.528 | 0 | 0 | 0
met3 | 2.73 | 20 | 135 | 0
met2 | 2.49 | 28 | 192 | 9
met1 | 2.93 | 51 | 347 | 107
li1 | - | - | - | 117
report_power, final:
part | internal (uW) | switching (uW)
Combinational | 107 | 57.1
Sequential | 132 | 11.7
Clock | 95.5 | 41.4
worst max-delay path, delay by kind of cell (launching register included):
| family | cells | cell delay (ps) |
|---|---|---|
| mux | 2 | 600 |
| fa+ha+maj | 1 | 190 |
| compound gates | 2 | 300 |
| flops | 1 | 340 |
cells in the mapped netlist:
cell type | n | share of area, %
ha_1 | 2 | 10
conb_1 | 1 | 1.5
nor2b_1 | 1 | 2.6
fa_1 | 1 | 8.2
buf_4 | 1 | 3.1
a21oi_2 | 1 | 3.6
nand2_1 | 2 | 3.1
a211oi_1 | 1 | 3.1
dfxtp_1 | 4 | 33
a21o_1 | 1 | 3.1
inv_1 | 1 | 1.5
mux2i_1 | 2 | 8.2
xnor2_1 | 2 | 7.1
mux2_1 | 1 | 4.6
clkbuf_1 | 1 | 1.5
nor2_1 | 4 | 6.1
worst paths after layout:
| kind | startpoint | end | slack, ps |
|---|---|---|---|
| worst max register to register | count[1]$_SDFFE_PP0P_ | count[3]$_SDFFE_PP0P_ | -150 |
| worst min-delay path | count[3]$_SDFFE_PP0P_ | count[3]$_SDFFE_PP0P_ | 590 |
| worst max-delay path | count[1]$_SDFFE_PP0P_ | count[3]$_SDFFE_PP0P_ | -150 |
| worst min register to register | count[3]$_SDFFE_PP0P_ | count[3]$_SDFFE_PP0P_ | 590 |
cells by family after synthesis:
kind of cell	after synthesis
other	1
adders and majority gates	3
AOI/OAI and AO/OA	3
xor gates and xnor gates	2
buffers and inverters	3
muxes	3
DFF	4
and+or+nand+nor	7
what timing repair did:
item	in CTS	in global routing
setup endpoints to repair	6	5
hold endpoints to repair	0	0
resized	8	6
buffers inserted	1	1
pin swaps	3	3
final cells by class:
class / instances / share of cell area (%)
multi-input cells: 19 / 35.0
repair buffers: 16 / 31.0
flip-flops and latches: 4 / 17.0
well taps: 46 / 11.7
clock buffers: 3 / 4.57
inverters: 1 / 0.761
