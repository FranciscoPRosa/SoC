File: /design/flow/design.v
module BATCHARGERctr(
            output reg   cc,  
            output reg   tc,  
            output reg   cv,  
            output reg   imonen,  
            output reg   vmonen,  
            output reg   tmonen,  
            input 	     vtok,  
            input [7:0]  vbat,  
            input [7:0]  ibat,  
            input [7:0]  tbat,  
            input [7:0]  vcutoff,  
            input [7:0]  vpreset,  
            input [7:0]  tempmin,  
            input [7:0]  tempmax,  
            input [7:0]  tmax,  
            input [7:0]  iend,  
            input 	     clk,  
            input        en,  
            input 	     rstz,  
            inout        dvdd,  
            inout        dgnd  
        );
parameter   idle = 3'b000,
            tcMode = 3'b001,
            ccMode = 3'b010,
            cvMode = 3'b011,
            endC = 3'b100;
reg C0, C1, C2, C3, C4, C5, C6, C7, Cs;
reg [7:0] vrecharge = 8'hd5;  
reg [2:0] state, nxt_state;
reg [7:0] charge_time, counter;
always @(posedge clk or negedge Cs) begin
    if (!Cs)
        state <= idle;
    else
        state <= nxt_state;
end
always @(posedge clk) begin
    if (state == cvMode) begin
        counter <= counter + 1;
        if (counter == 8'hff) begin 
            charge_time <= charge_time + 1;
            counter <= 0;
        end
    end else if (state == endC) begin
        counter <= counter;
    end else begin
        charge_time <= 0;
        counter <= 0;
    end
end
always @(posedge clk or negedge rstz) begin
    if (!rstz) begin
        C0 <= 1'b0;
        C1 <= 1'b0;
        C2 <= 1'b0;
        C3 <= 1'b0;
        C4 <= 1'b0;
        C5 <= 1'b0;
        C6 <= 1'b0;
        C7 <= 1'b0;
    end else begin
        C0 <= ((tempmin <= tbat) && (tbat <= tempmax));
        C1 <= (vbat < 8'b11010110);  
        C2 <= (vbat < vcutoff);
        C3 <= (vbat >= vcutoff);
        C4 <= (vbat >= vpreset);
        C5 <= (charge_time >= tmax);
        C6 <= (ibat < iend);
        C7 <= (vbat <= vrecharge);  
    end
end
always @(*) begin
    Cs = (en && vtok && rstz);
end
always @(*) begin : next_state_logic
    case (state)
        idle: begin
            if (!Cs) 
                nxt_state = idle;
            else if (!C0)  
                nxt_state = idle;
            else if (!C1)  
                nxt_state = endC;
            else if (C2 && C7)  
                nxt_state = tcMode;
            else if (!C2 && C7)
                nxt_state = ccMode;
            else
                nxt_state = idle;
        end
        tcMode: begin
            if (!Cs) 
                nxt_state = idle;
            else if (!C0) 
                nxt_state = idle;
            else if (C3) 
                nxt_state = ccMode;
            else
                nxt_state = tcMode;  
        end
        ccMode: begin
            if (!Cs) 
                nxt_state = idle;
            else if (!C0) 
                nxt_state = idle;
            else if (C4)
                nxt_state = cvMode;
            else
                nxt_state = ccMode; 
        end
        cvMode: begin
            if (!Cs) 
                nxt_state = idle;
            else if (!C0) 
                nxt_state = idle;
            else if (C5 || C6)
                nxt_state = endC;
            else
                nxt_state = cvMode;            
        end
        endC: begin
            if(C7 || !Cs)
                nxt_state = idle;
            else   
                nxt_state = endC;
        end
        default: nxt_state = idle;
    endcase
end
always @(*) begin : output_logic
    cc = 0; 
    tc = 0; 
    cv = 0; 
    imonen = 0; 
    vmonen = 0; 
    tmonen = 0;
    case (state)
        idle: begin
            vmonen = 1;
            tmonen = 1;
        end
        tcMode: begin
            tc = 1;
            vmonen = 1;
            tmonen = 1;
        end
        ccMode: begin
            cc = 1;
            vmonen = 1;
            tmonen = 1;
        end
        cvMode: begin
            cv = 1;
            imonen = 1;
            tmonen = 1;
        end
        endC: begin
            vmonen = 1;
        end
        default: begin
            cc = 0;
            tc = 0;
            cv = 0;
            imonen = 0;
            vmonen = 0;
            tmonen = 0;
        end
    endcase
end
endmodule
File: /design/flow/run.sh
#!/bin/bash
# OpenROAD 26Q1-2900-gdf79404cd8, Yosys 0.63+post, stock flow scripts
make -C /OpenROAD-flow-scripts/flow DESIGN_CONFIG=/design/flow/config.mk WORK_HOME=/design/flow/orfs finish
File: /design/flow/config.mk
export PLATFORM = sky130hd
export DESIGN_NAME = BATCHARGERctr
export DESIGN_NICKNAME = BATCHARGERctr
export VERILOG_FILES = /design/flow/design.v
export SDC_FILE = /design/flow/constraint.sdc
export NUM_CORES = 4
export LEC_CHECK = 1
export CORE_UTILIZATION = 40
File: /design/flow/constraint.sdc
current_design BATCHARGERctr

set clk_period 2.6
set clk_io_pct 0.2

create_clock -name clk0 -period $clk_period [get_ports {clk}]

set non_clock_inputs [all_inputs -no_clocks]
set_input_delay [expr $clk_period * $clk_io_pct] -clock clk0 $non_clock_inputs
set_output_delay [expr $clk_period * $clk_io_pct] -clock clk0 [all_outputs]
==> flow_metrics.py <==
# Metrics from the implementation run
metrics = {
    "sta": {
        "finalClockPeriodUsage_pct": 86.72,
        "final.min_clock_period_ns": 2.255,
        "setup_violations": 0,
        "slew_violations": 0,
        "holdWs_ns": 0.4695,
        "slew_headroom_pct": 75.49,
        "tns_ns": 0,
        "untimed_endpoints": 2,
        "skew_ns": 0.004927,
        "worst_pin_slew_ns": 0.3676,
        "rsz0062_at_grt": "no",
        "timing.fmax_mhz": 443.5,
        "hold_viol_final": 0,
    },
    "synthesis": {
        "synthCells": 265,
        "synth_area_um2": 2456,
        "yosys_cells": 265,
        "top_area_share_pct": 24.96,
        "ys_warn_count": 1,
        "ys_types": 41,
        "ys_seq_share_pct": 32.86,
        "netlist_top_cells_area": "ha_1 (25%), edfxtp_1 (20%), dfrtp_1 (12%)",
        "yosysTopAreaCell": "ha_1",
        "postSynthAreaPerCell_um2": 9.268,
        "numSynthFlops": 29,
        "ys_area_um2": 2456,
    },
    "placement": {
        "hpwl_um": 3955,
        "port_buffers": 81,
        "place.gp.congestion": 0.8089,
    },
    "setup_path": {
        "critPathKind": "reg2out",
        "cp-start-kind": "flop",
        "crit_fanout": 9,
        "slowest_delay_ns": 0.53,
        "cp_top_family": "simple AND/OR/NAND/NOR gates",
        "crit_required_ns": 2.08,
        "arrival_ns": 1.73,
        "worst_path_max_delay_cell": "or4_4",
        "path_cells": "or4_4 -> clkdlybuf4s50_1",
        "end_kind": "output pin",
        "worst-path-buf-inv": 1,
    },
    "die": {
        "dieArea_um2": 6458,
        "fp_util_pct": 41.48,
        "core_area_um2": 5921,
        "die_w_um": 80.36,
        "placementRows": 28,
        "die_h_um": 80.36,
        "io_pins": 84,
    },
    "finish": {
        "final-comb-area_um2": 1439,
        "drive_gt1_share_pct": 5.666,
        "register_area_um2": 807.0,
        "area_delta_synth_final_pct": 40.04,
        "largestRegisters": "charge_time: 8 flops, counter: 8 flops, state: 5 flops",
        "fill_cells": 527,
    },
    "drt": {
        "viasPerCell": 4.722,
        "postRouteAntennaNets": 0,
        "firstDrtPassIters": 4,
        "num_antenna_cells": 0,
        "via_count": 2021,
        "routed_wl_um": 4564,
        "wl_per_cell_um": 10.66,
        "drc": 0,
        "drt_first_iter_violations": 32,
    },
    "flow_run": {
        "warnings": 27,
        "cap_violations": 0,
    },
    "global_route": {
        "grt_use_total_pct": 16.09,
        "grt_pass1_vias": 1947,
        "antenna_found_initial": 0,
        "grt_pass1_wl_um": 8093,
        "grt_max_degree": 13,
        "overflow": 0,
    },
    "clocking": {
        "cts.clk_slew.worst_paths_ns": 0.06,
        "clk-insertion-delay-late_ns": 0.28,
        "cts_setup_buffers": 0,
        "cts_hold_buffers": 0,
        "post_cts_resized": 0,
        "cts_buffers": 5,
        "clockBufferDepth": 2,
        "cts_tree": "done",
        "htreeDepth": 2,
        "cts_sinks": 29,
        "cts-root-buf": "clkbuf_8",
    },
    "power": {
        "p_leak_nw": 1.675,
        "ir_drop_mv": 0.2897,
        "power.density_nw_per_um2": 351.0,
    },
    "hold_path": {
        "hold_class": "reg2reg",
    },
    "status": {
        "status": "finished clean",
    },
}
-- logic make-up (layout without fill, tap and decap cells) --
logic type / count (synthesis) / in the layout / share of synthesized area (%)
adder cells (fa/ha/maj): 49 / 49 / 24.96
AND/OR/NAND/NOR: 72 / 72 / 15.69
XOR/XNOR: 12 / 12 / 4.279
flip-flops: 29 / 29 / 32.86
AND-OR/OR-AND: 48 / 48 / 13.65
buffers and inverters: 55 / 143 / 8.558
-- cell usage after synthesis (all sizes together) --
cell type and count:
inv 53, ha 49, nor2 24, a21oi 16, edfxtp 16, dfrtp 12, a21o 11, nand4 10
nand2 9, nand3 9, xor2 7, and3 6, nor2b 5, o21ai 5, xnor2 5, o211ai 4
nand2b 3, a2111oi 2, a22oi 2, and2 2, o22ai 2, or4 2, a211oi 1, and4 1
buf 1, clkbuf 1, dfstp 1, o21a 1, o22a 1, o311ai 1, o31a 1, o32ai 1
or3 1
-- routing by layer --
metal	global-route usage, %	vias up	routed length [µm]
li1	-	1096	-
met1	22.10	862	2234
met2	26.95	54	1977
met3	3.922	9	282
met4	1.786	0	69
met5	0	-	0
-- cells in the final DEF, fill, tap and decap left out, types with 3 or more instances in the layout --
| cell | n |
|---|---|
| nand2_1 | 8 |
| xor2_1 | 7 |
| and3_1 | 5 |
| nor2b_1 | 4 |
| clkbuf_8 | 5 |
| a21oi_1 | 16 |
| nand2b_1 | 3 |
| nand4_1 | 10 |
| o21ai_1 | 4 |
| clkdlybuf4s50_1 | 81 |
| a21o_1 | 11 |
| edfxtp_1 | 16 |
| inv_1 | 51 |
| ha_1 | 49 |
| nor2_1 | 24 |
| xnor2_1 | 5 |
| nand3_1 | 8 |
| dfrtp_1 | 12 |
-- final timing paths --
| check | start | endpoint | slack (ns) | depth (start not counted) |
|---|---|---|---|---|
| setup / recovery | state[4] | tmonen | 0.35 | 2 |
| max in group asynchronous | rstz | state[0] | 1.61 | 3 |
| min in group asynchronous | rstz | C7 | 0.59 | 2 |
| hold / removal | C3 | state[3] | 0.47 | 1 |
| hold reg to reg | C3 | state[3] | 0.47 | 1 |
| setup reg to reg | counter[0] | charge_time[6] | 0.68 | 6 |
-- area by class of cell --
cell class                 count  share of cell area, %
tap                           75                  2.728
clock buffer                   6                  2.110
inverter                      53                  5.784
timing repair buffer          82                  23.79
multi-input combinational    181                  41.83
clock inverter                 2                 0.2910
sequential                    29                  23.46
-- where the power goes --
part	leakage (nW)	switching [mW]	total, mW	internal [mW]
logic	1.27	0.118	0.338	0.219
registers	0.355	0.0172	0.524	0.507
clock network	0.0450	0.161	0.345	0.185
total	1.67	0.296	1.21	0.911
-- per-stage QoR --
stage | cells | worst slack, ns | area (µm²) | util [%] | total power [mW]
floorplan | 265 | 0.8977 | 2456 | - | 0.6879
global route | 428 | 0.2927 | 3440 | 58.09 | 1.293
CTS | 428 | 0.3201 | 3440 | 58.09 | 1.226
detailed placement | 420 | 0.3641 | 3357 | 56.70 | 0.8736
global placement | 420 | 0.3780 | 3357 | 56.70 | 0.8715
finish | 428 | 0.3453 | 3440 | 58.09 | 1.207
No activity file was given, so power comes from the tool's default toggle rates.
